**/design/flow/design.v**
```verilog
module main(FLRSW, clk, ATFLR);    
    input clk;
    input [3:0] FLRSW;  
    output reg [3:0] ATFLR;  
	reg [3:0] floor=4'b0000, next_floor;  
parameter  SFLOOR1a= 4'b0000, SFLOOR1o= 4'b0001, SFLOOR1c= 4'b0010, SFLOOR2a= 4'b0011, SFLOOR2o= 4'b0100;  
parameter  SFLOOR2c= 4'b0101, SFLOOR3a= 4'b0110, SFLOOR3o= 4'b0111, SFLOOR3c= 4'b1000, SFLOOR13= 4'b1001, SFLOOR31= 4'b1010;  
always@(floor)
    casex(floor)
        SFLOOR13: next_floor <= SFLOOR3a;  
        SFLOOR31: next_floor <= SFLOOR1a;  
        SFLOOR1a: next_floor <= SFLOOR1o;  
        SFLOOR1o: casex(FLRSW)  
					4'b1xxx: next_floor <= SFLOOR1o;  
                   			4'b0xx1: next_floor <= SFLOOR1c;  
					4'b0x10: next_floor <= SFLOOR2a;  
					4'b0100: next_floor <= SFLOOR13;  
					4'b0000:next_floor <= SFLOOR1c;  
					default:  next_floor <= 4'bxxxx;  
				endcase
		SFLOOR1c: casex(FLRSW)  
					4'b1xxx: next_floor <= SFLOOR1o;  
                    			4'b0xx1: next_floor <= SFLOOR1c;  
					4'b0x10: next_floor <= SFLOOR2a;  
					4'b0100: next_floor <= SFLOOR13;  
					4'b0000:next_floor <= SFLOOR1c;  
					default:  next_floor <= 4'bxxxx;
				endcase
		SFLOOR2a: next_floor <= SFLOOR2o;  
		SFLOOR2o:casex(FLRSW)  
					4'b1xxx: next_floor <= SFLOOR2o; 
					4'b0x1x: next_floor <= SFLOOR2c;
					4'b0x01: next_floor <= SFLOOR1a;
					4'b0000: next_floor <= SFLOOR2c;
					4'b0100: next_floor <= SFLOOR3a; 
					default: next_floor <= 4'bxxxx;
                		endcase     
		SFLOOR2c: casex(FLRSW)  
					4'b1xxx: next_floor <= SFLOOR2o;
					4'b0x1x: next_floor <= SFLOOR2c;
					4'b0x01: next_floor <= SFLOOR1a;
					4'b0000: next_floor <= SFLOOR2c;
					4'b0100: next_floor <= SFLOOR3a; 
					default: next_floor <= 4'bxxxx;  
				endcase  
		SFLOOR3a: next_floor <= SFLOOR3o;  
		SFLOOR3o: casex(FLRSW)  
					4'b1xxx:  next_floor <= SFLOOR3o;
					4'b01xx: next_floor<= SFLOOR3c;
					4'b001x: next_floor <= SFLOOR2a;
					4'b0000: next_floor <= SFLOOR3c;
					4'b0001: next_floor <= SFLOOR31;  
					default: next_floor <= 4'bxxxx;
				endcase
		SFLOOR3c:casex(FLRSW)  
				    	4'b1xxx:  next_floor <= SFLOOR3o;
					4'b01xx: next_floor<= SFLOOR3c;
					4'b001x: next_floor <= SFLOOR2a;
					4'b0000: next_floor <= SFLOOR3c;
					4'b0001: next_floor <= SFLOOR31;
					default: next_floor <= 4'bxxxx;
			endcase
		default: next_floor<=4'bxxxx;  
    endcase
always@(posedge clk)  
    floor <= next_floor;
always@(floor)  
    case(floor) 
        SFLOOR1a: ATFLR = 4'b1001;  
        SFLOOR1o: ATFLR = 4'b1001;  
        SFLOOR1c: ATFLR = 4'b0001;  
        SFLOOR2a: ATFLR = 4'b1010; 
        SFLOOR2o: ATFLR = 4'b1010;
        SFLOOR2c: ATFLR = 4'b0010;
        SFLOOR3a: ATFLR = 4'b1100; 
        SFLOOR3o: ATFLR = 4'b1100;
        SFLOOR3c: ATFLR = 4'b0100;
        SFLOOR13: ATFLR = 4'b0010;
        SFLOOR31: ATFLR = 4'b0010;
        default: ATFLR  = 4'bxxxx;
    endcase
endmodule
```
**/design/flow/config.mk**
```make
export PLATFORM = sky130hd
export DESIGN_NAME = main
export DESIGN_NICKNAME = main
export VERILOG_FILES = /design/flow/design.v
export SDC_FILE = /design/flow/constraint.sdc
export NUM_CORES = 4
export LEC_CHECK = 1
export CORE_AREA = 10 10 70 70
export DIE_AREA = 0 0 80 80
```
**/design/flow/run.sh**
```bash
#!/bin/bash
# OpenROAD 26Q1-2900-gdf79404cd8, Yosys 0.63+post, stock flow scripts
make -C /OpenROAD-flow-scripts/flow DESIGN_CONFIG=/design/flow/config.mk WORK_HOME=/design/flow/orfs finish
```
**/design/flow/constraint.sdc**
```tcl
current_design main

set clk_period 1.9
set clk_io_pct 0.2

create_clock -name clk0 -period $clk_period [get_ports {clk}]

set non_clock_inputs [all_inputs -no_clocks]
set_input_delay [expr $clk_period * $clk_io_pct] -clock clk0 $non_clock_inputs
set_output_delay [expr $clk_period * $clk_io_pct] -clock clk0 [all_outputs]
```
==> impl_metrics.ini <==
; implementation run metrics
[outcome]
status = finished clean

[global_routing]
grt_overflow = 0
grt_max_degree = 11
antenna_found_initial = 0
track_usage_pct = 3.45
vias_in_the_first_global_route = 395
global_route_wire_length_before_repair_mm = 1.83

[final_layout]
lay_top_cells = nor2_1, inv_1, clkdlybuf4s50_1
largest_registers = floor: 4 flops
post_route_cells_drive_above_1_share_pct = 27.9
top_register = floor
post-route-util_pct = 17.8
lay_top_count = nor2_1
number_of_flip_flops_under_the_largest_register_name = 4
flow.area_growth_from_synthesis_pct = 53.0

[place]
place.gp.congestion = 0.845
pre_cts_setup_slack_ns = 0.173
dpl.hpwl_um = 799
portBuffers = 8

[routing]
diodes = 0
drt-initial-drc-count = 39
routed_wire_length_mm = 1.12
vias_per_cell = 3.88
via_count = 442
routed_wire_length_per_instance_um = 9.81
drt_first_pass_iters = 4
detail-route-antenna-nets = 0
detail_route.drc_violations = 0

[cts]
tritoncts = done
htree_levels = 1
clk_path_buf_depth = 2
clock_sinks = 4
numCtsBuffers = 3
clk_latency_ns = 0.23
clock_root_cell = clkbuf_4
clk_pin_slew_worst_paths_ns = 0.03

[yosys]
main_flop_type = dfxtp_1
synth.yosys.chip_area_um2 = 397
synth_cell_types = 27
synth_flop_count = 4
synth-edff-count = 0
mean_instance_size_in_the_synthesized_netlist_um2 = 6.96
yosys_warnings = 1
async_s_r_ff_share_synth_pct = 0
synthCells = 57
count_of_instantiated_cells_in_the_yosys_netlist = 57
yosys.stat.seqShare_pct = 20.2
syn-cell-area_um2 = 397

[die]
pin_count = 9
die.size.y_um = 80
site_rows = 21
fp-utilization_pct = 11.6
core_um2 = 3420
die_width_um = 80
die_area_um2 = 6400

[worst_setup_path]
timing.critical_path.arrival_ns = 1.45
critical_path.endpoint_type = output pin
crit_path_start_kind = flop
worst_ep_required_time_ns = 1.52
worst-setup-path-type = reg -> out
cp_max_fo = 10

[timing]
timing_max_transition_violations_final = 0
finClkSkew_ns = 0.00221
setup_violating_endpoint_count_in_the_final_report = 0
tightest_slew_ns = 0.326
hold_viol = 0
finalClockPeriodUsage_pct = 96.1
max_clock_freq_mhz = 548
hold-worst-slack_ns = 0.636
setup_tns_ns = 0
layout_min_cycle_time_ns = 1.83
postLayoutSetupSlackWorst_ns = 0.0744
timing.slew.headroom_pct = 78.1

[job]
tool_warnings = 25
cap_viol_max_count = 0

[worst_hold_path]
hold_class = reg -> reg

[power_and_ir_drop]
leakage_power_of_the_design_nw = 0.224
peakVddDrop_v = 0.000358
pwr_density_cell_nw_per_um2 = 1470
report.power.total_mw = 0.889
## cell type report
class / count / area (um2)
Fill cell: 393 / 2810
Tap cell: 46 / 57.6
Inverter: 6 / 22.5
Sequential cell: 4 / 90.1
Timing Repair Buffer: 13 / 123
Multi-Input combinational cell: 42 / 292
Clock buffer: 3 / 22.5
## what timing repair did
action	in CTS	in global routing
buffers inserted	0	1
gates resized	8	10
hold buffers	0	0
endpoints found under the setup margin	4	2
## report_power, final
group	switching, mW	internal (mW)
combinational	0.243	0.325
sequential	0.0786	0.138
clock	0.0333	0.0705
total	0.355	0.534
## critical path, cell delays in order, from the launching register on
cell             delay, ns
dfxtp_4               0.35
buf_8                 0.14
a21oi_4               0.12
and2_4                0.14
clkdlybuf4s50_1       0.46
## worst paths after layout
kind,from,slack (ns),cells past startpoint,endpoint
worst max-delay path,floor[1],0.07,4,ATFLR[0]
worst min register to register,floor[1],0.64,2,floor[2]
worst min-delay path,floor[1],0.64,2,floor[2]
worst max register to register,floor[1],0.47,5,floor[3]
## through the flow
step / instances / instance area [um2]
2_1_floorplan: 57 / 397
3_3_place_gp: 110 / 532
3_5_place_dp: 110 / 532
4_1_cts: 113 / 563
5_1_grt: 114 / 607
6_report: 114 / 607
## synth_stat cells, types with 2 or more instances
cell type  n  area share [%]
nor2_1     7             6.6
inv_1      6             5.7
o21ai_0    5             6.3
a21oi_1    4             5.0
dfxtp_1    4              20
nor2b_1    4             6.3
o221ai_1   3             6.6
buf_2      2             2.5
nand2_1    2             1.9
nand3_1    2             2.5
nor3_1     2             2.5
## cell families after synthesis
group	count (synthesis)	synth area share, %
and+or+nand+nor	21	27.4
AOI/OAI and AO/OA	19	33.8
xor gates and xnor gates	1	2.21
DFF	4	20.2
buffers and inverters	11	13.9
muxes	1	2.52
## per-layer routing
metal	track usage [%]	wire length, um	share of wire (%)	vias up
met5	0	0	0	-
met4	0.704	12	1.1	0
met3	2.39	116	10	2
met2	3.93	407	36	16
met1	4.98	581	52	199
li1	-	-	-	225
